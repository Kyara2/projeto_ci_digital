<file path="design/flow/design.v">
module i2c_controller 
#(
    parameter BYTES_FROM_DATA = 2, 
    parameter BYTES_FROM_DEBUG = 15
)
(
    input clk, reset,
    input wire start_pulse,  
    input wire sda_in, output wire sda_out, output wire sda_dir,
    input wire scl_in, output wire scl_out, output wire scl_dir,
    output [BYTES_FROM_DATA*8-1:0] sensor_data, 
    output [BYTES_FROM_DEBUG*8-1:0] debug_bits 
);
    reg start;
    reg [7:0] data_to_send;
    wire [7:0] data_from_slave;
    wire reg_ready, done;
    reg [3:0] step;
    reg [15:0] result_buffer;
    reg [3:0] error_code;
    reg [23:0] wait_counter;
    assign debug_bits = {
        12'hDEB, step, error_code, 
        {start, done, reg_ready, 1'b0}, 
        {sda_dir, scl_dir, sda_in, scl_in},
        wait_counter, 
        result_buffer,
        40'h0 
    };
    assign sensor_data = result_buffer;
    i2c_master #(.SCL_FREQ(100_000)) master ( 
        .clk(clk), .reset(reset), .start(start),
        .slave_addr(7'h23),  
        .rw(step >= 5),     
        .data_in(data_to_send),
        .ack_master(step == 6 ? 1'b1 : 1'b0), 
        .data_slave(data_from_slave),
        .sda_in(sda_in), .sda_out(sda_out), .sda_dir(sda_dir),
        .scl_in(scl_in), .scl_out(scl_out), .scl_dir(scl_dir),
        .done(done), .reg_ready(reg_ready)
    );
    always @(posedge clk) begin
        if (reset) begin
            step <= 0; start <= 0; wait_counter <= 0; error_code <= 0;
            result_buffer <= 16'hAAAA;  
        end else begin
            case(step)
                0: begin
                    start <= 0;
                    if (start_pulse) begin 
                        step <= 1;
                        result_buffer <= 16'h0000;  
                    end
                end
                1: begin
                    data_to_send <= 8'h01;
                    start <= 1;
                    if (reg_ready) begin start <= 0; step <= 2; end
                end
                2: if (done) step <= 3;
                3: begin
                    data_to_send <= 8'h10;
                    start <= 1;
                    if (reg_ready) begin start <= 0; step <= 4; wait_counter <= 0; end
                end
                4: if (wait_counter >= 24'd2_200_000) begin step <= 5; end
                   else wait_counter <= wait_counter + 1;
                5: begin
                    start <= 1;
                    if (reg_ready) begin
                        result_buffer[15:8] <= data_from_slave;
                        step <= 6;
                    end
                end
                6: if (reg_ready) begin
                    result_buffer[7:0] <= data_from_slave;
                    start <= 0;
                    step <= 7;
                end
                7: if (done) begin
                    error_code <= 4'hA;
                    step <= 0; 
                end
                default: step <= 0;
            endcase
        end
    end
endmodule
`timescale 1ns/1ps
module i2c_master
(
    input wire clk, reset, start,
    input wire [6:0] slave_addr,
    input wire rw,
    input wire [7:0] data_in,
    input wire ack_master,
    input wire scl_in, sda_in,
    output reg [7:0] data_slave,
    output reg scl_out, sda_out,
    output reg scl_dir, sda_dir,
    output reg done, reg_ready
);
    parameter CLK_FREQ = 12_000_000;
    parameter SCL_FREQ = 100_000; 
    localparam SCL_DIV = CLK_FREQ / (2 * SCL_FREQ);
	localparam COUNTER_BITS_SIZE = 22;
	localparam STATE_BIT_SIZE = 4;
	localparam BIT_INDEX_SIZE = 3;
	localparam SHIFT_REG_SIZE = 8;
    reg [COUNTER_BITS_SIZE-1:0] clk_counter;
    reg [STATE_BIT_SIZE-1:0] state, next_state;
    reg [BIT_INDEX_SIZE-1:0] bit_index;
    reg [SHIFT_REG_SIZE-1:0] shift_reg;
    reg scl_last;
    reg check_ack_slave;
    localparam IDLE = 0, START = 1, ADDR_DATA = 2, CHECK_ACK = 3, 
               READ_SLAVE = 4, WRITE_ACK = 5, STOP = 6, DONE = 7;
	always @(posedge clk or posedge reset) begin
		if (reset) begin
			clk_counter <= 0;
			scl_out <= 1;
		end else begin
			if (clk_counter == SCL_DIV - 1) begin
				clk_counter <= 0;
				scl_out <= ~scl_out;
			end else begin
				clk_counter <= clk_counter + 1;
			end
		end
	end
    always @(posedge clk) scl_last <= scl_out;
    always @(posedge clk or posedge reset) begin
        if (reset) state <= IDLE;
        else state <= next_state;
    end
    always @(*) begin
        next_state = state;
        case (state)
            IDLE:       if (start) next_state = START;
            START:      if (scl_last && !scl_out) next_state = ADDR_DATA;
            ADDR_DATA:  if (scl_last && !scl_out && bit_index == 0) next_state = CHECK_ACK;
            CHECK_ACK:  if (scl_last && !scl_out) begin
                            if (rw && state == ADDR_DATA) next_state = READ_SLAVE;
                            else next_state = STOP;
                        end
            READ_SLAVE: if (scl_last && !scl_out && bit_index == 0) next_state = WRITE_ACK;
            WRITE_ACK:  if (scl_last && !scl_out) next_state = (ack_master == 0) ? READ_SLAVE : STOP;
            STOP:       if (!scl_last && scl_out) next_state = DONE;
            DONE:       next_state = IDLE;
            default:    next_state = IDLE;
        endcase
    end
    always @(posedge clk or posedge reset) begin
        if (reset) begin
            sda_out <= 1; sda_dir <= 0; scl_dir <= 0;
            done <= 0; reg_ready <= 0;
        end else begin
            case (state)
                IDLE: begin
                    sda_dir <= 0; scl_dir <= 0;
                    done <= 0; reg_ready <= 0; bit_index <= 7;
                end
                START: begin
                    if (scl_out) begin sda_out <= 0; sda_dir <= 1; end
                    scl_dir <= 0; 
                    shift_reg <= {slave_addr, rw};
                    bit_index <= 7;
                end
                ADDR_DATA: begin
                    scl_dir <= 1; sda_dir <= 1;
                    if (!scl_out) sda_out <= shift_reg[bit_index];  
                    if (scl_last && !scl_out) begin
                        if (bit_index > 0) bit_index <= bit_index - 1;
                    end
                end
                CHECK_ACK: begin
                    sda_dir <= 0;
                    if (!scl_last && scl_out) check_ack_slave <= (sda_in == 0);
                    if (scl_last && !scl_out) begin
                        reg_ready <= check_ack_slave;
                        shift_reg <= data_in;
                        bit_index <= 7;
                    end else reg_ready <= 0;
                end
                READ_SLAVE: begin
                    sda_dir <= 0;
                    if (!scl_last && scl_out) data_slave[bit_index] <= sda_in;
                    if (scl_last && !scl_out && bit_index > 0) bit_index <= bit_index - 1;
                end
                WRITE_ACK: begin
                    sda_dir <= 1; sda_out <= ack_master;
                    if (scl_last && !scl_out) begin reg_ready <= 1; bit_index <= 7; end
                    else reg_ready <= 0;
                end
                STOP: begin
                    if (!scl_out) begin sda_dir <= 1; sda_out <= 0; end
                    else if (scl_out) begin sda_out <= 1; sda_dir <= 1; end
                end
                DONE: begin
                    done <= 1;
                    scl_dir <= 0; sda_dir <= 0;
                end
            endcase
        end
    end
endmodule
</file>
<file path="design/flow/run.sh">
#!/bin/bash
# OpenROAD 26Q1-2900-gdf79404cd8, Yosys 0.63+post, stock flow scripts
make -C /OpenROAD-flow-scripts/flow DESIGN_CONFIG=/design/flow/config.mk WORK_HOME=/design/flow/orfs finish
</file>
<file path="design/flow/config.mk">
export PLATFORM = sky130hd
export DESIGN_NAME = i2c_controller
export DESIGN_NICKNAME = i2c_controller
export VERILOG_FILES = /design/flow/design.v
export SDC_FILE = /design/flow/constraint.sdc
export NUM_CORES = 4
export LEC_CHECK = 1
export CORE_UTILIZATION = 30
</file>
<file path="design/flow/constraint.sdc">
current_design i2c_controller

set clk_period 3.8
set clk_io_pct 0.2

create_clock -name clk0 -period $clk_period [get_ports {clk}]

set non_clock_inputs [all_inputs -no_clocks]
set_input_delay [expr $clk_period * $clk_io_pct] -clock clk0 $non_clock_inputs
set_output_delay [expr $clk_period * $clk_io_pct] -clock clk0 [all_outputs]
</file>
==> qor.txt <==
Initial drt markers: 176
Synthesis warning total: 2
Int Pwr: 1.88 mW
Crit path to: wait_counter[17]
Commonest non-fill, non-tap cells in the layout: clkdlybuf4s50_1, conb_1, nor2_1, dfxtp_1, nand2_1
DRC viols: 0
Worst slack at placement: 1.19 ns
Vias: 3868
Post-synth EDFFs: 17
Max frequency: 385 MHz
Total clock sinks: 99
Area growth from synthesis to layout: 15.9%
Global-route usage over all layers: 12.6%
CTS tree: built
Warning total across the stage logs: 33
GR Layer Usage met1: 19.1%
CP endpoint kind: register
CP max FO: 15
DIE WIDTH: 135 um
CTS Hold Bufs: 0
Setup TNS: 0 ns
DR vias/cell: 4.62
Count of pins over their slew limit: 0
Sw Share: 24.3%
Post-CTS Setup Bufs: 0
Post-Syn Area: 5340 um^2
Root buffer cell: clkbuf_16
IO Count: 145
Remaining antenna violation count: 0
Leading registers by flop count: wait_counter x24, master.clk_counter x22, result_buffer x16
Crit path launch: wait_counter[17]
Antenna violations before repair: 0
Syn Inst Count: 563
Most numerous logic cell after layout: clkdlybuf4s50_1
Largest net degree at the start of global routing: 43
Netlist cell types: 60
Share of the synthesized area in the top cell type: 17.3%
Worst Path Arrival: 2.83 ns
Area leader, netlist: dfxtp_1
Comb pwr share: 13.8%
Fill count: 1711
Flop2flop setup slack: 1.21 ns
Port Buffers: 74
Synth Seq Share: 43.8%
Busiest layer in global routing: met2
Hold Slack: 0.478 ns
DRT Wirelength: 11100 um
Vias in the first global route: 3421
Avg WL per Cell: 13.3 um
Outcome: finished, final reports clean
Worst r2r dst: wait_counter[17]
Worst Tran Pin Value: 0.878 ns
Worst Slack Setup Final: 1.21 ns
Htree depth: 3
Final setup violation count: 0
Worst Path Class, Setup: reg -> reg
Sequential Power Share: 46.1%
Worst r2r src: wait_counter[17]
Crit path DRT: 4.04 ns
Synth async-reset ratio: 36.4%
Pwr dens: 402 nW/um^2
Number of core rows: 48
Dpl hpwl: 7830 um
Footprint of the multi-input gates: 2390 um^2
Num CTS Buffers: 9
GRT overflow: 0
Clock group share of total power: 40.1%
Largest cells by area after synthesis: dfxtp_1, dfrtp_1, buf_4, edfxtp_1, nor2_1
Total die size: 18300 um^2
Clk pin slew, worst setup/hold paths: 0.07 ns
Cts repair resizes: 0
Core area: 17400 um^2
Tcrit/Tclk final: 68.3%
Met3 GRT Util: 2.90%
Top_reg_cell synth: dfxtp_1
Slew HR: 41.5%
Max FFs per register: 24
Worst vdd ir: 0.266 mV
Synth Register Bits: 99
Ant diodes: 0
Crit path largest cell delay: 0.78 ns
Count of final hold-check violations: 0
First-pass DRT Iterations: 4
Gp weighted congestion: 0.806
First-pass GRT wire length: 18100 um
Reg2Reg Depth: 5
Layout cells sized above 1: 7.01%
CP Cell Sequence: o41ai_1, a41oi_1, a2111oi_4, a31oi_1, a41o_2
Leakage: 2.54 nW
Yosys cell count: 563
Psw: 0.603 mW
Flop area: 2340 um^2
Max Clock Skew: 0.00910 ns
Reg with most FFs: wait_counter
Worst Setup Start Kind: register
Hold crit path type: reg -> reg
Syn avg cell area: 9.48 um^2
Max Cap Viol: 0
DIE HEIGHT: 135 um
Chip area estimate from yosys synthesis: 5340 um^2
RSZ-0062 raised after global routing: no
Clock period minus worst slack: 2.59 ns
Init Core Util: 30.7%
Slowest CP cell: a2111oi_4
Met2 Resource Use GR: 19.6%
Largest buffer count on any clock path: 2
Clock latency (worst-skew pair): 0.35 ns
-- critical path, delay by kind of cell (launching register included) --
kind / cells / cell delay (ns)
compound gates: 5 / 2.13
flops: 1 / 0.35
-- kinds of logic after synthesis --
logic type | count (synthesis) | synth area share [%]
DFF | 99 | 43.8
and+or+nand+nor | 184 | 17.6
muxes | 7 | 1.36
AOI/OAI and AO/OA | 103 | 14.2
other | 2 | 0.141
buffers and inverters | 131 | 16.0
xor gates and xnor gates | 25 | 4.10
adders and majority gates | 12 | 2.81
-- metrics by stage --
stage | area (um^2) | cells | util (%) | power (mW)
final | 6190 | 838 | 35.6 | 2.49
after global routing | 6190 | 838 | 35.6 | 2.62
after CTS | 6190 | 838 | 35.6 | 2.52
after detailed placement | 5860 | 822 | 33.8 | 1.52
after global placement | 5860 | 822 | 33.8 | 1.52
after floorplan | 5580 | 629 | - | 1.42
-- power groups by stage --
stage | combinational [mW] | sequential (mW) | clock [mW]
finish | 0.343 | 1.15 | 0.997
CTS | 0.349 | 1.15 | 1.03
global route | 0.397 | 1.15 | 1.07
-- worst min-delay path by stage --
stage | start | end | slack, ns | depth (start not counted)
CTS | master.clk_counter[21] | master.clk_counter[21] | 0.48 | 1
global route | master.clk_counter[21] | master.clk_counter[21] | 0.51 | 1
finish | master.clk_counter[21] | master.clk_counter[21] | 0.48 | 1
-- area by class of cell --
cell class | instances | area share [%]
clock buffer | 11 | 3.92
clock inverter | 5 | 1.36
inverter | 21 | 1.27
multi-input combinational | 399 | 38.7
sequential | 99 | 37.8
tap | 225 | 4.55
timing repair buffer | 78 | 12.5
-- Yosys cell counts (3+ instances only) --
library cell / instances
a21oi_1: 19
o21ai_0: 19
buf_4: 93
inv_1: 20
xnor2_1: 20
dfstp_2: 3
nor4_1: 7
edfxtp_1: 17
nor2b_1: 8
a31oi_1: 7
dfxtp_1: 46
nand4_1: 11
and2_1: 3
a22oi_1: 9
a221o_1: 8
nor3_1: 10
a31o_2: 9
xor2_1: 5
dfrtp_1: 33
nand3_1: 17
ha_1: 12
and3_1: 15
clkbuf_1: 15
mux2i_1: 5
a211oi_1: 6
nor2_1: 51
a21o_1: 3
a41o_2: 3
and4_2: 3
nand2_1: 42
-- layer usage --
layer / wire, um / up-vias
li1: - / 1925
met1: 5230 / 1818
met2: 5090 / 117
met3: 692 / 8
met4: 108 / 0
met5: 0 / -
No activity file was given, so power comes from the tool's default toggle rates.
